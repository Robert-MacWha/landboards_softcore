==> ./design.v <==
module ClockDivider #(
    parameter                 COUNT_WIDTH = 24,
    parameter [COUNT_WIDTH:0] MAX_COUNT   = 6_000_000
) (
    input i_clk,
    output reg o_clk
);
    reg [COUNT_WIDTH:0] w_count;
    always @(posedge i_clk) begin
        if (w_count == MAX_COUNT) begin
            w_count <= 0;
            o_clk   <= ~o_clk;
        end else begin
            w_count <= w_count + 1;
        end
    end
endmodule
==> ./run.sh <==
#!/bin/bash
# OpenROAD 26Q1-2900-gdf79404cd8, Yosys 0.63+post, stock flow scripts
make -C /OpenROAD-flow-scripts/flow DESIGN_CONFIG=/design/flow/config.mk WORK_HOME=/design/flow/orfs finish
==> ./config.mk <==
export PLATFORM = sky130hd
export DESIGN_NAME = ClockDivider
export DESIGN_NICKNAME = ClockDivider
export VERILOG_FILES = /design/flow/design.v
export SDC_FILE = /design/flow/constraint.sdc
export NUM_CORES = 4
export LEC_CHECK = 1
export CORE_AREA = 10 10 108 108
export DIE_AREA = 0 0 118 118
==> ./constraint.sdc <==
current_design ClockDivider

set clk_period 3.4
set clk_io_pct 0.2

create_clock -name clk0 -period $clk_period [get_ports {i_clk}]

set non_clock_inputs [all_inputs -no_clocks]
set_input_delay [expr $clk_period * $clk_io_pct] -clock clk0 $non_clock_inputs
set_output_delay [expr $clk_period * $clk_io_pct] -clock clk0 [all_outputs]
==> qor_table.md <==
| Item | Value | Unit |
|:---|:---|:---|
| Outcome | completed | - |
| Critical path type | register to register | - |
| Number of buffers on the longest clock path | 2 | - |
| Area overhead of the layout relative to synthesis | 18.1 | % |
| Number of buffers created by CTS | 3 | - |
| Log Warnings | 26 | - |
| Maximum level of the CTS H-tree | 1 | - |
| Data required time of the critical path | 3560 | ps |
| Slew at the pin closest to its max-slew limit | 606 | ps |
| Largest fanout of any net on the critical path | 6 | - |
| Number of pins exceeding their max-slew limit in the final report | 0 | - |
| Filler-free cell count of the finished design | 258 | - |
| Antenna diode count | 0 | - |
| First-pass GRT wire length | 3860 | µm |
| Most common cell after layout, fill and taps aside | sky130_fd_sc_hd__dfxtp_1 | - |
| Post-Syn Area | 1220 | µm² |
| Final min period | 1880 | ps |
| Share of the clock period used by the worst path after layout | 55.3 | % |
| Ports placed on the boundary | 2 | - |
| Setup repair after global routing missed its margin | no | - |
| Setup slack after placement | 1560 | ps |
| Antenna violation net count after detailed routing | 0 | - |
| Clock slew at reported path FFs | 90 | ps |
| Worst Clk Skew | 7.56 | ps |
| Remaining Overflow, GRT | 0 | - |
| Die Y-Extent | 118 | µm |
| Post-synthesis average cell area | 9.46 | µm² |
| Leakage power figure | 0.000444 | µW |
| Final standard cell utilization of the core | 15.5 | % |
| Synth Instances | 129 | - |
| Clock tree root buffer cell | sky130_fd_sc_hd__clkbuf_8 | - |
| Per-cell via count in the routed design | 3.28 | - |
| Antenna violations before repair | 0 | - |
| Hold buffer count at CTS | 0 | - |
| Dominant logic cell types in the final layout | sky130_fd_sc_hd__dfxtp_1 (25), sky130_fd_sc_hd__nor2_1 (16), sky130_fd_sc_hd__xnor2_1 (16), sky130_fd_sc_hd__nor4_1 (8) | - |
| Initial detailed-routing violation count | 38 | - |
| Post-synth area from yosys stat | 1220 | µm² |
| Register-to-register setup slack | 1520 | ps |
| Setup violation total in the final timing report | 0 | - |
| Yosys Instances | 129 | - |
| Placed cell count | 254 | - |
| All-Layer GR Usage | 3.13 | % |
| Via count of the first global-routing pass | 840 | - |
| Yosys Warn Count | 1 | - |
| Setup bufs post-CTS | 0 | - |
| Horizontal die dimension | 118 | µm |
| Avg WL per Cell | 8.09 | µm |
| Clock latency at the later pin of the worst-skew pair | 270 | ps |
| Final GP Congestion | 0.819 | - |
| PortBufs | 1 | - |
| Post-synthesis sequential area ratio | 43.5 | % |
| Worst ir drop on vdd | 196 | µV |
| Number of max-cap violations | 0 | - |
| Kind of path behind the tightest hold check | register to register | - |
| Maximum number of pins on one net before global-route repair | 16 | - |
| Post-detail-place hpwl | 1580 | µm |
| Startpoint kind of the worst setup timing path | register | - |
| CTS tree | done | - |
| Pre-Repair DR Iteration Count | 4 | - |
| PnR worst setup slack | 1520 | ps |
| Ratio of cells with drive above 1 in the final layout | 10.1 | % |
| Sum of negative setup slack | 0 | ps |
| Number of unique standard cell types used by synthesis | 32 | - |
| Via count | 846 | - |
| Starting utilization of the core area | 13.1 | % |
| Registers, synthesis | 26 | - |
| Max-area cell share | 41.0 | % |
| Final wirelength | 2090 | µm |
| Row Count | 35 | - |
| Hold Violations, Final | 0 | - |
| Highest attainable clock frequency | 531 | MHz |
| Area inside the core boundary | 9280 | µm² |
| Clock sink count | 26 | - |
| Arrival @ worst endpoint | 2040 | ps |
| Post-synthesis cell type with the largest combined area | sky130_fd_sc_hd__dfxtp_1 | - |
| Full die area | 13,900 | µm² |
| Post-CTS resize count | 0 | - |
| PD cells | 389 | nW/µm² |
| Tightest slew margin relative to the limit | 59.3 | % |
| Crit. End Element | register | - |
| Dominant cells by area after synthesis | sky130_fd_sc_hd__dfxtp_1 (41%), sky130_fd_sc_hd__xnor2_1 (11%), sky130_fd_sc_hd__nor2_1 (4.9%) | - |
| Final routed DRC violation total | 0 | - |
## Yosys cell counts
| cell | instances |
|---|---|
| sky130_fd_sc_hd__nor3_1 | 4 |
| sky130_fd_sc_hd__a21oi_1 | 2 |
| sky130_fd_sc_hd__nor4bb_1 | 1 |
| sky130_fd_sc_hd__nand4_1 | 7 |
| sky130_fd_sc_hd__nor3_2 | 1 |
| sky130_fd_sc_hd__buf_2 | 2 |
| sky130_fd_sc_hd__nor4_4 | 1 |
| sky130_fd_sc_hd__clkbuf_2 | 1 |
| sky130_fd_sc_hd__nand3_2 | 1 |
| sky130_fd_sc_hd__a2111oi_2 | 1 |
| sky130_fd_sc_hd__nor4_1 | 8 |
| sky130_fd_sc_hd__or4_1 | 1 |
| sky130_fd_sc_hd__edfxtp_1 | 1 |
| sky130_fd_sc_hd__clkbuf_1 | 2 |
| sky130_fd_sc_hd__nand3_1 | 7 |
| sky130_fd_sc_hd__dfxtp_1 | 25 |
| sky130_fd_sc_hd__nand4_4 | 1 |
| sky130_fd_sc_hd__ha_1 | 2 |
| sky130_fd_sc_hd__nand4_2 | 1 |
| sky130_fd_sc_hd__nand2_1 | 6 |
| sky130_fd_sc_hd__nor4_2 | 2 |
| sky130_fd_sc_hd__inv_1 | 5 |
| sky130_fd_sc_hd__a2111oi_1 | 1 |
| sky130_fd_sc_hd__nor2_1 | 16 |
| sky130_fd_sc_hd__nor2b_1 | 1 |
| sky130_fd_sc_hd__nor3b_1 | 1 |
| sky130_fd_sc_hd__nor2_2 | 1 |
| sky130_fd_sc_hd__xor2_1 | 3 |
| sky130_fd_sc_hd__and3_1 | 6 |
| sky130_fd_sc_hd__xnor2_1 | 16 |
| sky130_fd_sc_hd__and2_1 | 1 |
| sky130_fd_sc_hd__nor4b_1 | 1 |
## cells by family (layout without fill, tap and decap cells)
group | after synthesis | after routing | synth area share [%]
AOI/OAI and AO/OA | 4 | 4 | 2.87
adders and majority gates | 2 | 2 | 2.05
buffers and inverters | 10 | 10 | 3.38
and+or+nand+nor | 68 | 68 | 34.6
xor gates and xnor gates | 19 | 19 | 13.6
DFF | 26 | 26 | 43.5
## per-layer routing
layer  global-route usage [%]  wire, µm  vias up
met3                    0.486        68        2
li1                         -         -      455
met1                     4.50      1060      380
met2                     4.83       929        9
met5                        0         0        -
met4                    0.696        29        0
## worst paths after layout
| kind | cells after the start | from | endpoint |
|---|---|---|---|
| worst max-delay path | 5 | w_count[0] | w_count[24] |
| worst min-delay path | 1 | w_count[0] | w_count[0] |
| worst max register to register | 5 | w_count[0] | w_count[24] |
| worst min register to register | 1 | w_count[0] | w_count[0] |
## through the flow
step	power [µW]	area (µm²)	hold slack (ps)
5_1_grt	582	1440	526
4_1_cts	566	1440	486
6_report	560	1440	482
3_3_place_gp	313	1370	452
2_1_floorplan	313	1220	440
3_5_place_dp	313	1370	461
## cell type report
cell class	count	area (µm²)
inverters	5	18.8
repair buffers	1	10.0
flip-flops and latches	26	531
multi-input cells	93	648
clock inverters	1	30.0
fillers	1065	7840
well taps	129	161
clock buffers	3	41.3
## worst max-delay path, cell delays in order (launching register included)
cell and delay, ps:
sky130_fd_sc_hd__dfxtp_1 400, sky130_fd_sc_hd__ha_1 290, sky130_fd_sc_hd__nand2_1 140, sky130_fd_sc_hd__nor4_2 610, sky130_fd_sc_hd__nand4_1 180, sky130_fd_sc_hd__xnor2_1 150
## report_power, final
group / leakage [µW] / internal [µW] / switching (µW)
Sequential: 0.000213 / 306 / 0
Combinational: 0.000195 / 0 / 0
Clock: 0.0000357 / 157 / 96.5
## flip-flops by register name, indices dropped and copies added (netlist names)
register / count
o_clk: 1
w_count: 25
Power figures rest on the tool's default switching activity, not on a simulated workload.
